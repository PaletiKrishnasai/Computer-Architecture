===== design/flow/config.mk =====
export PLATFORM = sky130hd
export DESIGN_NAME = Bitwise
export DESIGN_NICKNAME = Bitwise
export VERILOG_FILES = /design/flow/design.v
export SDC_FILE = /design/flow/constraint.sdc
export NUM_CORES = 4
export LEC_CHECK = 1
export CORE_AREA = 10 10 70 70
export DIE_AREA = 0 0 80 80

===== design/flow/constraint.sdc =====
current_design Bitwise

set clk_period 1.0
set clk_io_pct 0.2

create_clock -name clk0 -period $clk_period

set non_clock_inputs [all_inputs -no_clocks]
set_input_delay [expr $clk_period * $clk_io_pct] -clock clk0 $non_clock_inputs
set_output_delay [expr $clk_period * $clk_io_pct] -clock clk0 [all_outputs]

===== design/flow/design.v =====
module Bitwise (A,B,p);
input [32:1] A;  
input B;  
output [32:1] p ;  
assign p[1] = A[1] & B;
assign p[2] = A[2] & B;
assign p[3] = A[3] & B;
assign p[4] = A[4] & B;
assign p[5] = A[5] & B;
assign p[6] = A[6] & B;
assign p[7] = A[7] & B;
assign p[8] = A[8] & B;
assign p[9] = A[9] & B;
assign p[10] = A[10] & B;
assign p[11] = A[11] & B;
assign p[12] = A[12] & B;
assign p[13] = A[13] & B;
assign p[14] = A[14] & B;
assign p[15] = A[15] & B;
assign p[16] = A[16] & B;
assign p[17] = A[17] & B;
assign p[18] = A[18] & B;
assign p[19] = A[19] & B;
assign p[20] = A[20] & B;
assign p[21] = A[21] & B;
assign p[22] = A[22] & B;
assign p[23] = A[23] & B;
assign p[24] = A[24] & B;
assign p[25] = A[25] & B;
assign p[26] = A[26] & B;
assign p[27] = A[27] & B;
assign p[28] = A[28] & B;
assign p[29] = A[29] & B;
assign p[30] = A[30] & B;
assign p[31] = A[31] & B;
assign p[32] = A[32] & B;
endmodule

===== design/flow/run.sh =====
#!/bin/bash
# OpenROAD 26Q1-2900-gdf79404cd8, Yosys 0.63+post, stock flow scripts
make -C /OpenROAD-flow-scripts/flow DESIGN_CONFIG=/design/flow/config.mk WORK_HOME=/design/flow/orfs finish

==> out/qor.txt <==
Total Routing Usage GR -> 0.0520
worst slack on hold paths -> 788 ps
top area contributor share -> 0.941
area overhead of the layout relative to synthesis -> 300%
fraction of final layout cells sized beyond drive strength 1 -> 0.689
maximum fanout along the worst path -> 8
number of max-capacitance violations reported -> 0
Final WS setup -> 10.0 ps
HPWL Detailed -> 1500 um
Relative slew margins -> 0.964
Tightest Pin Transition -> 54.1 ps
post-placement worst setup slack -> -703 ps
routed via count -> 488
clock buffer count -> 0
Final GP Congestion -> 0.746
class of the most critical setup path -> input pin to primary output
number of endpoints failing setup at the final stage -> 0
number of buffers inserted for hold repair after clock tree synthesis -> 0
post-route standard cell area excluding fillers -> 0.00102 mm^2
cell taking the most area after synthesis -> sky130_fd_sc_hd__and2_2
average vias per placed instance -> 3.21
pwr dens -> 345 mW/mm^2
fmax -> 1010 MHz
sequential cell area -> 0 um^2
number of global-route vias before repair -> 521
number of antenna violations at the first check in global routing -> 0
Top Ports -> 65
Antenna Nets Post-Route -> 0
CP Capture Type -> primary output
slowest stage cell on the critical path -> sky130_fd_sc_hd__buf_12
total number of yosys warnings -> 0
per-instance average area after synthesis -> 7.29 um^2
outcome -> complete, no violations
drc violations -> 0
cell-by-cell trace of the critical path -> buf_8 > buf_16 > buf_12 > and2_4 > buf_6
time the final worst path needs with I/O delays and setup -> 990 ps
core utilization at floorplan -> 0.0747
row count -> 21
number of detailed-route iterations in the first pass -> 2
Netlist cell types -> 2
die span in y -> 80 um
total congestion overflow -> 0
total die area -> 0.00640 mm^2
# port buffers -> 65
Slowest Stage Delay on Critical Path -> 130 ps
worst ir drop on vdd -> 0.116 mV
placed cell areas -> 968 um^2
gate count of the mapped netlist -> 35
area of the placeable core -> 0.00342 mm^2
Post-Syn Area -> 255 um^2
maximum number of pins on one net before global-route repair -> 9
number of logged tool warnings -> 34
Routed Wire Length -> 1850 um
yosys stat cell total -> 35
ANT cells -> 0
leading post-synthesis cells by cell area -> sky130_fd_sc_hd__and2_2 (94%), sky130_fd_sc_hd__clkbuf_2 (5.9%)
post-DR wirelength/cell -> 12.2 um
WP data required -> 800 ps
Die Wd -> 80 um
max-slew violation count -> 0
global-route wire length before repair -> 2750 um
class of the most critical hold timing path -> input pin to primary output
area figure in the yosys stat output -> 255 um^2
Final Cycle Share -> 0.990
Post-synth top cells -> sky130_fd_sc_hd__and2_2 (32), sky130_fd_sc_hd__clkbuf_2 (3)
Detailed Route Iter0 Violations -> 2
flip-flops -> 0
hold violation total from the final report -> 0
sort of element at the start of the critical path -> input pin
post-synthesis sequential area ratio -> 0
static leakage power -> 0.000560 uW
CP Data Arrival Time -> 790 ps
most popular library cell in the synthesized design by count -> sky130_fd_sc_hd__and2_2
unrepaired setup endpoints after global routing -> true
cell usage in the layout, fill, tap and decap left out:
cell,n
sky130_fd_sc_hd__buf_16,1
sky130_fd_sc_hd__dlygate4sd2_1,32
sky130_fd_sc_hd__buf_12,2
sky130_fd_sc_hd__buf_6,18
sky130_fd_sc_hd__buf_2,17
sky130_fd_sc_hd__buf_4,1
sky130_fd_sc_hd__buf_8,2
sky130_fd_sc_hd__clkdlybuf4s15_1,1
sky130_fd_sc_hd__and2_4,32
report_power, final:
| part | switching [uW] | internal (uW) |
|---|---|---|
| Sequential | 0 | 0 |
| Combinational | 78.1 | 274 |
| Clock | 0 | 0 |
| Total | 78.1 | 274 |
worst max-delay path: cells and delay by family:
family | cells | cell delay, ps
buffers and inverters | 4 | 460
and+or+nand+nor | 1 | 130
per-stage QoR:
stage / instances / TNS (ps) / power [uW] / util
after global placement: 144 / -21570 / 325 / 0.284
after CTS: 152 / -38.3 / 339 / 0.284
after global routing: 152 / -75.0 / 382 / 0.299
final: 152 / 0 / 352 / 0.299
after floorplan: 35 / 0 / 56.1 / -
after detailed placement: 144 / -21900 / 327 / 0.284
layer usage:
metal  GRT usage  routed length (um)
met1      0.0600                 688
met2      0.0843                 856
met3      0.0330                 307
met4           0                   0
met5           0                   0
final cells by class:
cell class,instances,area (um^2)
tap,46,57.6
multi-input combinational,32,280
fill,381,2390
timing repair buffer,74,683
logic make-up after synthesis:
logic type | share of synthesized area
simple gates | 0.941
buf+inv | 0.0588
repair_timing:
action / in CTS / in global routing
pin swaps: 8 / 7
cloned: 1 / 0
setup buffers: 7 / 0
gates resized: 179 / 9
setup endpoints to repair: 32 / 18
path summary, 6_finish.rpt:
kind	from	endpoint	slack [ps]	depth (start not counted)
max	B	p[16]	10	5
min	A[20]	p[20]	790	3
Power is estimated from default activity; no workload was simulated.
