**design/flow/config.mk**
```make
export PLATFORM = sky130hd
export DESIGN_NAME = multiplier
export DESIGN_NICKNAME = multiplier
export VERILOG_FILES = /design/flow/design.v
export SDC_FILE = /design/flow/constraint.sdc
export NUM_CORES = 4
export LEC_CHECK = 1
export CORE_AREA = 10 10 70 70
export DIE_AREA = 0 0 80 80
```
**design/flow/design.v**
```verilog
module multiplier (A, B, C);
    input [31:0] A;
    input B;
    output reg [31:0] C;
    always@(A, B)
    begin
        if(B != 0)
            C = A;
        else
            C = 32'b0000_0000_0000_0000_0000_0000_0000_0000;   
    end
endmodule
```
**design/flow/constraint.sdc**
```tcl
current_design multiplier

set clk_period 1.0
set clk_io_pct 0.2

create_clock -name clk0 -period $clk_period

set non_clock_inputs [all_inputs -no_clocks]
set_input_delay [expr $clk_period * $clk_io_pct] -clock clk0 $non_clock_inputs
set_output_delay [expr $clk_period * $clk_io_pct] -clock clk0 [all_outputs]
```
**design/flow/run.sh**
```bash
#!/bin/bash
# OpenROAD 26Q1-2900-gdf79404cd8, Yosys 0.63+post, stock flow scripts
make -C /OpenROAD-flow-scripts/flow DESIGN_CONFIG=/design/flow/config.mk WORK_HOME=/design/flow/orfs finish
```
==> results.yml <==
# synthesis and place-and-route metrics
worst_setup_path:
  worstSetupPathType: "in -> out"
  cpPeakStageDelay_ns: 0.12
  critical_path_arrival_ns: 0.79
  slowest_stage: "buf_12"
  path_common_cell: "buf_12"
  start_kind: "input pin"
  end_kind: "output pin"
  required_ns: 0.80
  crit_fanout: 7
  path_cells: "buf_12, buf_12, buf_12, and2_4, buf_2"
finish:
  design.seq.count: 0
  register_area_sq_um: 0
  lay_top_count: "and2_4"
  layout.cells.non_filler: 150
  fin_area_sq_um: 970
  final_layout_size_suffix_gt1_share_pct: 68.3
  lay_top_cells: "and2_4, dlygate4sd2_1, buf_2"
  synthToLayoutAreaGrowth_pct: 280
  nClkBuffers: 0
grt:
  met1_usage_pct: 7.05
  antenna_found_initial: 0
  globalRoute.busiestLayer: "met2"
  grt_use_total_pct: 5.93
  grt_pass1_vias: 561
  grt_util_met2_pct: 9.87
  grt_pass1_wl_um: 3050
  grt_max_degree: 9
  overflow: 0
  use_met3_pct: 3.07
timing:
  setup_slack_ns: 0.0120
  min_period_ns: 0.988
  relSlewSlack_pct: 92.8
  timing.fmax_mhz: 1010
  hold-worst-slack_ns: 0.690
  maxSlewViolCount: 0
  rsz0062_at_grt: "yes"
  worst_pin_slew_ns: 0.107
  setup_viol: 0
  hold_viol: 0
  setup_tns_ns: 0
  fin_crit_sh_pct: 98.8
synthesis:
  syn_area_sq_um: 255
  ys_warn_count: 1
  yosys-stat-cells: 35
  seq_area_frac_synth_pct: 0
  synth_area_per_cell_sq_um: 7.29
  synthCells: 35
  synth_chip_area_sq_um: 255
  synth.distinct_cells: 2
detailed_routing:
  diodes: 0
  post-route-drc-count: 0
  wl_per_cell_um: 13.4
  drtIter0Drc: 3
  vias_per_cell: 3.29
  dr.pass1.iters: 2
  vias: 493
  routed_wl_um: 2010
  antenna_left: 0
power_and_ir_drop:
  combPwrFrac_pct: 100.0
  p_clk_share_pct: 0
  irDropWorstVdd_mv: 0.0916
  p_leak_nw: 0.548
  p_switching_mw: 0.0779
  pwr-share-seq_pct: 0
  internal_power_mw: 0.255
  power_density_nw_per_um2: 344
  switching_share_pct: 23.4
placed_design:
  place_area_sq_um: 968
  preCtsSetupSlack_ns: -0.702
  hpwlAfterDp_um: 1520
  portBuffers: 65
  dpl.cell_count: 144
  gp_congestion: 0.724
outcome:
  status: "finished clean"
die:
  io_pins: 65
  core_area_sq_um: 3420
  dieWidth_um: 80
  fp_util_pct: 7.47
  chip_area_sq_um: 6400
  num_rows: 21
  dieHeight_um: 80
hold_path:
  hold_path_class: "in -> out"
run:
  timing.max_cap.violations: 0
  warnings: 34
clock_network:
  hold_buffers: 0
power by group through the flow:
stage         sequential (mW)  combinational (mW)  clock (mW)
global route                0               0.365           0
CTS                         0               0.376           0
finish                      0               0.333           0
routing by layer:
metal  part of all wire [%]  vias to the layer above
met5                      0                        -
li1                       -                      243
met4                      0                        0
met3                     15                        0
met2                     48                       36
met1                     37                      214
kinds of logic after synthesis:
kind of cell,after synthesis,synth area share (%)
simple gates,32,94.1
buf+inv,3,5.88
what timing repair did:
action                     in CTS  in global routing
buffers inserted                6                  0
pin swaps                       7                  1
gates resized                 180                  3
hold endpoints to repair        0                  0
setup endpoints to repair      32                 27
cloned                          3                  0
critical path: cells and delay by family:
kind / cells / cell delay, ns
buffers and inverters: 4 / 0.46
and+or+nand+nor: 1 / 0.12
per-stage QoR:
stage	power (mW)	util [%]
finish	0.333	28.4
global placement	0.325	28.4
detailed placement	0.329	28.4
floorplan	0.0561	-
global route	0.365	28.4
CTS	0.376	30.3
final cells by class:
cell class | instances | area (sq um)
fill | 377 | 2450
timing repair buffer | 72 | 632
tap | 46 | 57.6
multi-input combinational | 32 | 280
synthesized netlist by cell type:
cell type / number / area [sq um]
clkbuf_2: 3 / 15.0
and2_2: 32 / 240
path summary, 6_finish.rpt:
| check | start | end | slack (ns) | cells after the start |
|---|---|---|---|---|
| hold / removal | A[31] | C[31] | 0.69 | 3 |
| setup / recovery | B | C[24] | 0.01 | 5 |
Power and IR drop assume default switching activity.
